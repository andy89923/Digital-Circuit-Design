==> flow/run.sh <==
#!/bin/bash
# OpenROAD 26Q1-2900-gdf79404cd8, Yosys 0.63+post, stock flow scripts
make -C /OpenROAD-flow-scripts/flow DESIGN_CONFIG=/design/flow/config.mk WORK_HOME=/design/flow/orfs finish
==> flow/config.mk <==
export PLATFORM = sky130hd
export DESIGN_NAME = Lab3_BCD_to_Excess3_structure
export DESIGN_NICKNAME = Lab3_BCD_to_Excess3_structure
export VERILOG_FILES = /design/flow/design.v
export SDC_FILE = /design/flow/constraint.sdc
export NUM_CORES = 4
export LEC_CHECK = 1
export CORE_AREA = 10 10 70 70
export DIE_AREA = 0 0 80 80
==> flow/constraint.sdc <==
current_design Lab3_BCD_to_Excess3_structure

set clk_period 1.6
set clk_io_pct 0.2

create_clock -name clk0 -period $clk_period [get_ports {clock}]

set non_clock_inputs [all_inputs -no_clocks]
set_input_delay [expr $clk_period * $clk_io_pct] -clock clk0 $non_clock_inputs
set_output_delay [expr $clk_period * $clk_io_pct] -clock clk0 [all_outputs]
==> flow/design.v <==
module D_ff_AR(output reg Q, input D, clk, rst);
	always @(posedge clk, negedge rst) begin
		if (!rst) Q <= 1'b0;
		else Q <= D;
	end
endmodule
module Lab3_BCD_to_Excess3_structure(output z, input x, clock, reset);
	wire Q2, Q1, Q0;
	wire D2, D1, D0;
	assign D2 = Q1&Q0 | x&Q1 | x&(~Q2)&Q0 | Q2&(~Q1)&(~Q0) | (~x)&(~Q2)&Q1;
	assign D1 = x&(~Q1)&(~Q0) | (~x)&(~Q2)&(~Q1)&Q0;
	assign D0 = Q1&Q0 | (~x)&(~Q2)&(~Q1) | (~x)&(~Q1)&(~Q0);
	assign z = (~x)&(~Q2)&(~Q1) | x&Q1 | Q2&Q1 | x&Q2&Q0 | (~x)&(~Q1)&(~Q0);
	D_ff_AR M2(Q2, D2, clock, reset);
	D_ff_AR M1(Q1, D1, clock, reset);
	D_ff_AR M0(Q0, D0, clock, reset);
endmodule
==> flow_summary_export.csv <==
group,metric,value,unit
cts,cts_tree,"yes",
sta,fmax,667,MHz
yosys,top_area_frac,0.451,
floorplanning,num_rows,21,
setup_path,arrival,1.18,ns
floorplanning,initCoreUtil,0.0487,
global_route,grt_pass1_wl,745,µm
detailed_routing,vias,156,
detailed_routing,drt_pass1_iterations,4,
detailed_routing,drt_iter0_drc,18,
sta,setup_viol,0,
setup_path,path_class,"reg2out",
cts,clock_latency,0.23,ns
floorplanning,chipHeight,80,µm
global_route,top_usage_layer,"met1",
setup_path,cp_common_cell,"o21ai_1",
final_layout,drive_gt1_frac,0.310,
sta,final_hold_viol_count,0,
pwr,clock_power_share,0.240,
yosys,syn_area_per_cell,9.25,µm²
setup_path,worst_path_largest_cell_delay,0.38,ns
sta,clock-skew-final,0.00306,ns
detailed_routing,ant_nets,0,
final_layout,fillers,402,
pwr,ir_drop,0.297,mV
setup_path,rr_startpoint,"M2.Q",
placement,preCtsSetupSlack,-0.275,ns
sta,relSlewSlack,0.892,
sta,finalCritPeriodShare,0.938,
yosys,yosys_register_bits,3,
yosys,area_leaders,"dfrtp_1 45%, nor2_1 9.0%, nor2b_4 8.3%, a21oi_1 6.0%, o21ai_0 6.0%",
setup_path,crit_path_start_kind,"register",
yosys,yosysUniqueCellTypes,11,
sta,finalWorstSetupSlack,0.100,ns
yosys,synth-edff-count,0,
cts,numCtsBuffers,3,
pwr,switching_share,0.329,
yosys,largest_area_cell,"dfrtp_1",
global_route,grtUsageMet1,0.0200,
cts,clockRootBuffer,"clkbuf_4",
placement,io_buffers,3,
min_path,min_path_type,"in2async",
setup_path,path_cells,"buf_4 -> o21ai_1 -> o21ai_1 -> dlygate4sd2_1",
sta,final.min_clock_period,1.50,ns
pwr,combPwrFrac,0.503,
setup_path,slowest_stage,"dfrtp_1",
yosys,top_cells_by_count,"4 x nor2_1, 3 x dfrtp_1, 2 x a21oi_1, 2 x o21ai_0",
global_route,grt_max_degree,7,
run,drv_cap,0,
floorplanning,fp.dieW,80,µm
pwr,p_sw,180,µW
global_route,grt_use_total,0.0151,
pwr,p_leak,0.000123,µW
detailed_routing,routedWlPerCell,5.24,µm
setup_path,crit_required,1.28,ns
yosys,synth_cells,18,
global_route,grt_pass1_vias,161,
cts,clockBufferDepth,2,
global_route,antenna_found_initial,0,
yosys,yosysWarnings,1,
yosys,ff_type,"dfrtp_1",
detailed_routing,routed_via_density,2.08,
pwr,cellPowerDensity,1760,nW/µm²
pwr,p_seq_frac,0.257,
final_layout,fin_util,0.0908,
floorplanning,core_area,3420,µm²
setup_path,crit_path_start,"M2.Q",
yosys,async_flop_share,1.00,
pwr,p_int,367,µW
cts,cts_setup_buffers,0,
setup_path,critPathMaxFanout,5,
sta,slew_violations,0,
run,warning_count,25,
cts,cts_resized,5,
global_route,met2_usage,0.0136,
cts,cts.sinks,3,
detailed_routing,drc,0,
floorplanning,die-area,6400,µm²
yosys,synth.yosys.seq_area_share,0.451,
placement,gp_congestion,0.660,
yosys,ys_chip_area,166,µm²
yosys,ys_cells,18,
floorplanning,boundaryPins,4,
detailed_routing,antenna_cells,0,
yosys,top_cell,"nor2_1",
outcome,status,"complete, no violations",
cts,path_clk_slew,0.04,ns
sta,worst_pin_slew,0.162,ns
global_route,use_met3,0.0182,
setup_path,cp-end-kind,"output port",
global_route,overflow,0,
yosys,synth_area,166,µm²
cts,hold_buffers,0,
detailed_routing,wirelength,393,µm
final_layout,syn_to_final_growth,86.5,%
sta,rsz0062_at_grt,"no",
cts,htreeDepth,1,
critical path: cells and delay by family (launching register included):
family | cells | cell delay (ns)
compound gates | 2 | 0.18
buf+inv | 2 | 0.39
flops | 1 | 0.38
path summary, 6_finish.rpt:
| path | slack [ns] | end | depth (start not counted) |
|---|---|---|---|
| worst max-delay path | 0.1 | z | 4 |
| worst min-delay path | 0.28 | M1.Q | 1 |
| worst max register to register | 0.51 | M2.Q | 3 |
| worst min register to register | 0.61 | M1.Q | 2 |
| max in group asynchronous | 1.17 | M0.Q | 1 |
| min in group clk0 | 0.61 | M1.Q | 2 |
cell type report:
cell class              instances  area (µm²)  area share
multi-input cells              14        90.1       0.290
repair buffers                  7        57.6       0.185
flip-flops and latches          3        75.1       0.242
well taps                      46        57.6       0.185
inverters                       1        3.75      0.0121
clock buffers                   4        26.3      0.0847
metrics by stage:
stage	hold slack, ns	instances	TNS (ns)	total power [µW]	cell area (µm²)
2_1_floorplan	0.0244	18	0	289	166
3_3_place_gp	0.508	71	-0.282	408	284
3_5_place_dp	0.524	71	-0.275	420	284
4_1_cts	0.270	75	0	559	310
5_1_grt	0.272	75	0	614	310
6_report	0.275	75	0	547	310
placed cells by master, fill, tap and decap left out:
cell             count
nor2b_4              1
a21oi_1              2
xnor2_1              1
o32a_1               1
nand2_2              1
a22o_1               1
inv_1                1
clkdlybuf4s50_1      1
o21ai_1              2
clkbuf_1             1
nor2_1               4
dlygate4sd2_1        2
nor3b_1              1
buf_4                4
clkbuf_4             3
dfrtp_1              3
power groups by stage:
stage / combinational, µW / sequential, µW / clock (µW)
after CTS: 277 / 141 / 141
after global routing: 312 / 146 / 156
final: 275 / 141 / 131
flip-flops by register name, indices dropped and copies added (netlist names):
name,count
M2.Q,1
M0.Q,1
M1.Q,1
kinds of logic (layout without fill, tap and decap cells):
logic type / Yosys count / in the layout / synth area share
AND/OR/NAND/NOR: 7 / 7 / 0.241
AND-OR/OR-AND: 6 / 6 / 0.233
flip-flops: 3 / 3 / 0.451
XOR/XNOR: 1 / 1 / 0.0526
buffers and inverters: 1 / 12 / 0.0225
layer usage:
| metal | share of wire | up-vias |
|---|---|---|
| met3 | 0.15 | 0 |
| met2 | 0.29 | 4 |
| met4 | 0 | 0 |
| met1 | 0.56 | 65 |
| li1 | - | 87 |
| met5 | 0 | - |
Power and IR drop assume default switching activity.
