<file path="/design/flow/design.v">
module Lab2_4_bit_BLS(Diff, Bout, X, Y, Bin);
	output reg [3:0] Diff;
	output reg Bout;
	input [3:0] X, Y;
	input Bin;
	wire [4:1] C;
	wire [3:0] P, G;
	assign P = ~(X ^ Y);
	assign G = ~X & Y;
	Lab2_CLG_behavior M(C, P, G, Bin);
	always @(*) begin
		Diff[0] = ~P[0] ^ Bin;
		Diff[1] = ~P[1] ^ C[1];
		Diff[2] = ~P[2] ^ C[2];
		Diff[3] = ~P[3] ^ C[3];
		Bout = C[4];
	end
endmodule
module Lab2_CLG_behavior(C, P, G, C0);
	output reg [4:1] C;
	input  [3:0] P, G;
	input  C0;
	always @(*) begin
		C[1] = (P[0]&C0) | G[0];
		C[2] = (P[1]&P[0]&C0) | (P[1]&G[0]) | G[1];
		C[3] = (P[2]&P[1]&P[0]&C0) | (P[2]&P[1]&G[0]) | (G[1]&P[2]) | G[2];
		C[4] = (P[3]&P[2]&P[1]&P[0]&C0) | (P[3]&P[2]&P[1]&G[0]) | (P[3]&G[1]&P[2]) | (P[3]&G[2]) | G[3];
	end
endmodule
</file>
<file path="/design/flow/run.sh">
#!/bin/bash
# OpenROAD 26Q1-2900-gdf79404cd8, Yosys 0.63+post, stock flow scripts
make -C /OpenROAD-flow-scripts/flow DESIGN_CONFIG=/design/flow/config.mk WORK_HOME=/design/flow/orfs finish
</file>
<file path="/design/flow/config.mk">
export PLATFORM = sky130hd
export DESIGN_NAME = Lab2_4_bit_BLS
export DESIGN_NICKNAME = Lab2_4_bit_BLS
export VERILOG_FILES = /design/flow/design.v
export SDC_FILE = /design/flow/constraint.sdc
export NUM_CORES = 4
export LEC_CHECK = 1
export CORE_AREA = 10 10 70 70
export DIE_AREA = 0 0 80 80
</file>
<file path="/design/flow/constraint.sdc">
current_design Lab2_4_bit_BLS

set clk_period 2.8
set clk_io_pct 0.2

create_clock -name clk0 -period $clk_period

set non_clock_inputs [all_inputs -no_clocks]
set_input_delay [expr $clk_period * $clk_io_pct] -clock clk0 $non_clock_inputs
set_output_delay [expr $clk_period * $clk_io_pct] -clock clk0 [all_outputs]
</file>
==> impl_metrics.tcl <==
# metrics dict for downstream scripts
set metrics [dict create \
    status "completed" \
    worstPathArrival_ns 2.15 \
    ys_cells 20 \
    antenna_cells 0 \
    slew_violations 0 \
    crit_fanout 3 \
    use_met3_pct 0.682 \
    drtPass1Iterations 1 \
    finalPower_mw 0.0719 \
    grtUsageMet1_pct 1.65 \
    required_ns 2.24 \
    min-delay-path-class "in2out" \
    gp_congestion 0.685 \
    pin_count 14 \
    setup_viol 0 \
    cts_hold_buf 0 \
    avgSynthCellArea_um2 7.95 \
    core_um2 3420 \
    netlist_instances 20 \
    ys_seq_share_pct 0 \
    synth_area_leader_cell "ha_1" \
    netlist_area_um2 159 \
    fin_util_pct 12.2 \
    drc 0 \
    hold_viol 0 \
    end_kind "primary output" \
    ant_nets 0 \
    grt_pass1_vias 196 \
    p_leak_nw 0.200 \
    fp_util_pct 4.65 \
    clock_buffers 0 \
    routedWlPerCell_um 6.76 \
    whs_ns 1.74 \
    tns_ns 0 \
    slew_headroom_pct 87.0 \
    grt_overflow 0 \
    die_area_um2 6400 \
    dp_slack_ns -0.152 \
    dieWidth_um 80 \
    hpwl_um 480 \
    io_buffers 14 \
    drive_above_1_share_pct 23.7 \
    grt_usage_pct 1.57 \
    layout_top_cells "9 x clkdlybuf4s50_1, 4 x inv_1, 4 x buf_4" \
    synthTopCellsByArea "ha_1 31%, inv_1 14%, fa_1 13%, xnor2_1 11%, a211oi_2 7.9%" \
    vias 187 \
    met2_usage_pct 2.97 \
    synth_chip_area_um2 159 \
    grt_pass1_wl_um 862 \
    drtIter0Drc 0 \
    finalClockPeriodUsage_pct 96.6 \
    busiest_layer "met2" \
    top_area_share_pct 31.5 \
    mostFrequentLayoutCell "clkdlybuf4s50_1" \
    seq_area_um2 0 \
    ir_worst_vdd_uv 20.5 \
    max_freq_mhz 370 \
    layout_min_cycle_time_ns 2.71 \
    ys_types 10 \
    setup_slack_ns 0.0946 \
    antenna_found_initial 0 \
    yosys_warnings 2 \
    grt_max_degree 4 \
    flops 0 \
    tightestPinTransition_ns 0.195 \
    warning_count 32 \
    wl_um 568 \
    avgViaCountPerCell 2.23 \
    start_kind "primary input" \
    syn_to_final_growth_pct 162 \
    rsz0062_at_grt "false" \
    die_y_um 80 \
    std_cell_rows 21 \
    path_class "in2out" \
    cap_violations 0 \
    powerDensity_nw_per_um2 172 \
]
## area by class of cell
cell class,count,area (um^2)
repair buffers,18,175
well taps,46,57.6
fillers,391,3000
inverters,6,22.5
multi-input cells,14,161
## synthesized netlist by cell type (all sizes together)
cell    n
a211oi  1
a21o    1
fa      1
ha      4
inv     6
nor2    2
o21ai   1
o21bai  1
xnor2   2
xor2    1
## metrics by stage
step                      instance area (um^2)  std cells
after global placement                     372         82
after floorplan                            159         20
final                                      417         84
after global routing                       417         84
after detailed placement                   372         82
after CTS                                  389         83
## worst paths after layout
check,from,endpoint,slack [ns],cells after the start
max,X[1],Diff[2],0.09,7
min,X[2],Bout,1.74,6
## routing by layer
metal	up-vias	share of wire, %	routed length [um]
met5	-	0	0
met4	0	0	0
met3	0	14	77
met2	9	48	271
met1	77	39	219
li1	101	-	-
## critical path, cell delays in order
cell	delay (ns)
clkdlybuf4s50_1	0.47
inv_2	0.05
ha_4	0.15
a211oi_2	0.22
nor2_1	0.09
xnor2_1	0.13
clkdlybuf4s50_1	0.48
## what timing repair did
action | 4_1_cts | 5_1_grt
endpoints found under the setup margin | 3 | 3
gates resized | 4 | 6
pin swaps | 3 | 6
cloned | 0 | 0
setup buffers | 1 | 1
## where the power goes
| part | switching, mW | internal (mW) | leakage (nW) |
|---|---|---|---|
| sequential | 0 | 0 | 0 |
| combinational | 0.0214 | 0.0505 | 0.200 |
| clock | 0 | 0 | 0 |
## cell families (layout without fill, tap and decap cells)
group / Yosys count / count (layout) / share of synthesized area (%)
fa+ha+maj: 5 / 5 / 44.1
buf+inv: 6 / 24 / 14.2
simple gates: 2 / 2 / 4.73
compound gates: 4 / 4 / 20.5
xor+xnor: 3 / 3 / 16.5
Power and IR drop assume default switching activity.
